==> design.v <==
module regfile (input logic         clk, 
		input logic 	    we3, 
		input logic [4:0]   ra1, ra2, wa3, 
		input logic [31:0]  wd3, 
		output logic [31:0] rd1, rd2);
  logic [31:0] rf[31:0];
   always_ff @ (posedge clk)
    begin 
	    if(we3 && wa3 != 5'b0) rf[wa3] <= wd3; 
    end
  assign rd1 = (ra1 != 5'b0) ? rf[ra1] : 32'b0;
	assign rd2 = (ra2 != 5'b0) ? rf[ra2] : 32'b0;
endmodule  
==> run.sh <==
#!/bin/bash
# OpenROAD 26Q1-2900-gdf79404cd8, Yosys 0.63+post, stock flow scripts
make -C /OpenROAD-flow-scripts/flow DESIGN_CONFIG=/design/flow/config.mk WORK_HOME=/design/flow/orfs finish
==> config.mk <==
export PLATFORM = sky130hd
export DESIGN_NAME = regfile
export DESIGN_NICKNAME = regfile
export VERILOG_FILES = /design/flow/design.v
export SDC_FILE = /design/flow/constraint.sdc
export NUM_CORES = 4
export LEC_CHECK = 1
export CORE_UTILIZATION = 40
==> constraint.sdc <==
current_design regfile

set clk_period 9.8
set clk_io_pct 0.2

create_clock -name clk0 -period $clk_period [get_ports {clk}]

set non_clock_inputs [all_inputs -no_clocks]
set_input_delay [expr $clk_period * $clk_io_pct] -clock clk0 $non_clock_inputs
set_output_delay [expr $clk_period * $clk_io_pct] -clock clk0 [all_outputs]
==> reports/results.ini <==
[final_timing]
rsz0062_at_grt=no
period_minus_slack_ps=7600
final-setup-viol-count=0
slew_headroom=0.300
finalClockPeriodUsage=0.775
fin_setup_tns_ps=0
drv_slew=0
worst_slew_pin_slew_ps=1050
max_freq_mhz=132
hold_violations=0

[logic_synthesis]
edf_count=1024
most_common_cell=edfxtp_1
numSynthFlops=1024
ys_seq_frac=0.642
top_cell_area_share=0.642
ff_type=edfxtp_1
synthArstFlopShare=0
yosys_area_um2=47900
area_leaders=edfxtp_1 (64%), mux4_2 (15%), mux2i_1 (6.7%)
yosysWarnings=1
syn_area_per_cell_um2=18.7
ys_cells=2564
synth_cell_types=39
synthesis.area_um2=47900
syn_inst=2564
yosysTopAreaCell=edfxtp_1
synthTopCellsByCount=edfxtp_1 (1,024), mux2i_1 (320), mux4_2 (316), clkbuf_1 (98), nand2_1 (85)

[critical_path]
worstPathRequired_ps=7840
slowest_stage=a211oi_1
critPathKind=input port to output port
path_buffers=4
crit_fanout=30
slowest_delay_ps=780
crit_top_cell=buf_4
cp-end-kind=output port
cp.arrival_ps=5640
start_kind=input port
crit_path_cell_trace=buf_6 > buf_4 > nor2_4 > and3_2 > buf_4 > a211oi_1 > clkdlybuf4s50_1
cp_top_family=buffers and inverters

[run]
maxCapViolCount=0
tool_warnings=26

[floorplan]
die_area_um2=121000
fp_util=0.405
io_pins=113
die_w_um=348
die_y_um=348
core_region_area_um2=118000
num_rows=126

[clock_network]
cts_tree=built
clk_transition_reported_paths_ps=60
post_cts_resized=0
cts_buffer_depth=3
cts_setup_buffers=0
cts-buffers-inserted=105
root_buffer=clkbuf_16
numClockSinks=1024
htreeDepth=3
hold_buffers=0

[routing]
drtIter0Drc=1826
ant_nets=0
wl_um=153000
drc=0
firstDrtPassIters=8
wl_per_cell_um=34.6
vias=28100
via_per_inst=6.38

[placement]
routabilityCongestion=0.892
place_hpwl_um=88100
io_buffer_count=112
dp_cells=4213

[final_layout]
top_regs=rf x1024
drive_above_1_share=0.264
largest_register_ffs=1024
fill_cells=9624
area_growth_pct=14.1
instances_no_fill=4405
regMostFlops=rf

[global_routing]
grt-ovfl-total=0
grt_pass1_vias=31700
grtUsageTotal=0.278
grt_max_degree=71
antenna_found_initial=3
grt_pass1_wl_um=218000

[pwr]
power_density_nw_per_um2=180
p_leak_nw=17.6
ir_worst_vdd_uv=138

[status]
status=finished clean

[worst_hold_path]
hp-class=input port to register

[final timing paths]
kind | startpoint | to | slack [ps] | cells past startpoint
setup / recovery | ra2[1] | rd2[27] | 2200 | 7
hold / removal | wd3[20] | rf[30][20]$_DFFE_PP_ | 2080 | 2
[through the flow]
stage | total power, W | hold WS [ps] | cell area (µm²) | util | setup slack (ps)
floorplan | 0.00549 | 2060 | 48000 | - | 4470
global placement | 0.00587 | 2770 | 51200 | 0.432 | 2290
detailed placement | 0.00588 | 2790 | 51200 | 0.432 | 2210
CTS | 0.00988 | 2060 | 54700 | 0.462 | 2220
global route | 0.0101 | 2110 | 54700 | 0.462 | 2020
finish | 0.00982 | 2080 | 54700 | 0.462 | 2200
[logic make-up (layout without fill, tap and decap cells)]
kind of cell | after synthesis | in the layout | share of synthesized area
flip-flops | 1024 | 1024 | 0.642
multiplexers | 736 | 736 | 0.250
AND-OR/OR-AND | 374 | 374 | 0.0615
buffers and inverters | 217 | 424 | 0.0244
AND/OR/NAND/NOR | 212 | 212 | 0.0218
other | 1 | 35 | 0.0000783
[final cells by class]
| cell class | instances | area, µm² | share of cell area |
|---|---|---|---|
| Clock buffer | 129 | 2780 | 0.0509 |
| Sequential cell | 1024 | 30700 | 0.563 |
| Timing Repair Buffer | 233 | 2050 | 0.0374 |
| Clock inverter | 60 | 666 | 0.0122 |
| Multi-Input combinational cell | 1354 | 16400 | 0.300 |
| Tap cell | 1600 | 2000 | 0.0366 |
| Inverter | 2 | 8.76 | 0.000160 |
| Antenna cell | 3 | 7.51 | 0.000137 |
[routing by layer]
metal,vias to the layer above,track usage,wire length (µm)
li1,11300,-,-
met1,14000,0.302,45800
met2,2355,0.389,68700
met3,411,0.252,31400
met4,6,0.0933,6500
met5,-,0.0144,77
[layout by cell type (no fill, tap or decap), drive strengths merged, types with 8 or more instances in the layout]
master	n
a221oi	54
conb	32
o21ai	54
clkdlybuf4s50	102
nor2b	37
clkinv	37
clkinvlp	8
nor2	37
clkbuf	129
a311oi	32
mux2i	320
a211oi	64
buf	131
mux4	352
o221ai	64
a21oi	32
a22oi	64
nand2	85
bufinv	14
edfxtp	1024
nand4	32
o2111ai	10
mux2	64
[power by group]
group / switching [W] / leakage, nW / internal, W
registers: 0.0000267 / 9.25 / 0.00489
clock network: 0.00165 / 1.66 / 0.00237
logic: 0.000513 / 6.71 / 0.000371
total: 0.00219 / 17.6 / 0.00763
Power is estimated from default activity; no workload was simulated.
